File: ./design.v
`timescale 1ns / 1ps
module clock_div(input clk,input rst,output reg one_clock,output reg two_clock, output reg deb_clock,output reg blink_clock);
reg [25:0] ctr2 = 0;
parameter dv2 = 50000000;
reg [26:0] ctr1 = 0;
parameter dv1 = 100000000;
reg [25:0] ctrdeb = 0;
parameter dvdeb = 400000;
reg [25:0] ctrblink = 0;
parameter blink= 25000000;
always @(posedge clk or posedge rst)begin
	if(rst)begin
		ctr1<=0;
		one_clock<=0;
		end
	else if(ctr1==dv1-1)begin
		ctr1<=0;
        one_clock<=1;
        end
	else begin
		ctr1<=ctr1+1;
		one_clock<=0;
		end
end
always @(posedge clk or posedge rst)begin
	if(rst)begin
		ctr2<=0;
		two_clock<=0;
		end
	else if(ctr2==dv2-1)begin
		ctr2<=0;
        two_clock<=1;
        end
	else begin
		ctr2<=ctr2+1'b1;
		two_clock<=0;
		end
end
always @(posedge clk or posedge rst)begin
	if(rst)begin
		ctrdeb<=0;
		deb_clock<=0;
		end
	else if(ctrdeb==dvdeb-1)begin
		ctrdeb<=0;
        deb_clock<=1;
        end
	else begin
		ctrdeb<=ctrdeb+1'b1;
		deb_clock<=0;
		end
end
always @(posedge clk or posedge rst)begin
	if(rst)begin
		ctrblink<=0;
		blink_clock<=0;
		end
	else if(ctrblink==blink-1)begin
		 ctrblink<=0;
       blink_clock<=~blink_clock;
        end
	else begin
		ctrblink<=ctrblink+1'b1;
		blink_clock<=blink_clock;
		end
end
endmodule
File: ./run.sh
#!/bin/bash
# OpenROAD 26Q1-2900-gdf79404cd8, Yosys 0.63+post, stock flow scripts
make -C /OpenROAD-flow-scripts/flow DESIGN_CONFIG=/design/flow/config.mk WORK_HOME=/design/flow/orfs finish
File: ./config.mk
export PLATFORM = sky130hd
export DESIGN_NAME = clock_div
export DESIGN_NICKNAME = clock_div
export VERILOG_FILES = /design/flow/design.v
export SDC_FILE = /design/flow/constraint.sdc
export NUM_CORES = 4
export LEC_CHECK = 1
export CORE_UTILIZATION = 40
File: ./constraint.sdc
current_design clock_div

set clk_period 5.8
set clk_io_pct 0.2

create_clock -name clk0 -period $clk_period [get_ports {clk}]

set non_clock_inputs [all_inputs -no_clocks]
set_input_delay [expr $clk_period * $clk_io_pct] -clock clk0 $non_clock_inputs
set_output_delay [expr $clk_period * $clk_io_pct] -clock clk0 [all_outputs]
==> flow_metrics.env <==
# flow metrics
export IMPL_edf_count=0
export IMPL_clk_latency_ns=0.35
export IMPL_mappedNetlistArea_um2=5340
export IMPL_ys_types=45
export IMPL_openroad_warnings=27
export IMPL_p_sw_uw=294
export IMPL_yosysCellCount=504
export IMPL_ant_nets=0
export IMPL_comb_power_share=0.011
export IMPL_cts_tree="done"
export IMPL_route_detailed_drc=0
export IMPL_criticalPathCategory="in2async"
export IMPL_holdBufCountCts=0
export IMPL_drv_slew=0
export IMPL_cp_max_fo=59
export IMPL_io_pins=6
export IMPL_max_vdd_ir_drop_mv=0.205
export IMPL_vias_per_cell=5.14
export IMPL_status="finished, final reports clean"
export IMPL_maxCapViolCount=0
export IMPL_hp_class="reg2reg"
export IMPL_cts_max_level=3
export IMPL_hold_violations=0
export IMPL_fin_crit_ns=2.41
export IMPL_setup_tns_ns=0
export IMPL_rows=41
export IMPL_hpwl_mm=6.03
export IMPL_crit_arrival_ns=2.82
export IMPL_die_y_um=118
export IMPL_p_sw_frac=0.203
export IMPL_synth_seq_share=0.510
export IMPL_firstDrtPassIters=4
export IMPL_p_int_mw=1.15
export IMPL_slowest_stage="buf_4"
export IMPL_grt_pass1_vias=3649
export IMPL_drt_iter0_markers=151
export IMPL_finalCritPeriodShare=0.415
export IMPL_slowest_delay_ns=0.70
export IMPL_ys_warn_count=1
export IMPL_numCtsBuffers=9
export IMPL_clock_fmax_mhz=415
export IMPL_cp_cell_sequence="clkdlybuf4s50_1 -> inv_4 -> buf_4"
export IMPL_io_buffer_count=5
export IMPL_wl_mm=9.00
export IMPL_wl_per_cell_um=13.0
export IMPL_grt_pass1_wl_mm=17.0
export IMPL_synthArstFlopShare=1.00
export IMPL_syn_avg_cell_area_um2=10.6
export IMPL_path_clk_slew_ns=0.07
export IMPL_drive_above_1_share=0.106
export IMPL_skew_ns=0.00764
export IMPL_cts_setup_buffers=0
export IMPL_grt_max_degree=60
export IMPL_synth_cells=504
export IMPL_root_buffer="clkbuf_16"
export IMPL_vias=3549
export IMPL_n_antenna_cell=0
export IMPL_grt_antenna_before_repair=0
export IMPL_areaGrowthSynthToFinish_pct=10.7
export IMPL_routabilityCongestion=0.795
export IMPL_grt_use_total=0.151
export IMPL_core_area_um2=12800
export IMPL_crit_path_end_kind="asynchronous set/reset pin"
export IMPL_pwr_share_clk=0.465
export IMPL_maxSlewHeadroom=0.531
export IMPL_worst_slew_pin_slew_ns=0.704
export IMPL_numClockSinks=109
export IMPL_die_area_um2=13800
export IMPL_startpoint_type="input port"
export IMPL_crit_required_ns=6.21
export IMPL_rsz0062_at_grt="false"
export IMPL_die_x_um=118
export IMPL_synth_flops=109
export IMPL_cts_buffer_depth=2
export IMPL_hold_ws_ns=0.470
export IMPL_p_per_area_nw_per_um2=245
export IMPL_ys_chip_area_um2=5340
export IMPL_setup_viol=0
export IMPL_ys_flop_type="dfrtp_1"
export IMPL_initial_utilization=0.417
export IMPL_p_leak_nw=2.62
export IMPL_overflow=0
export IMPL_cts_resized_gates=0
export IMPL_p_seq_frac=0.525
final timing paths:
path / startpoint / endpoint / slack, ns / cells past startpoint
max: rst / ctrdeb[25]$_DFF_PP0_ / 3.39 / 3
min: ctr1[0]$_DFF_PP0_ / ctr1[0]$_DFF_PP0_ / 0.47 / 1
max reg2reg: ctrdeb[0]$_DFF_PP0_ / ctrdeb[18]$_DFF_PP0_ / 3.75 / 6
min reg2reg: ctr1[0]$_DFF_PP0_ / ctr1[0]$_DFF_PP0_ / 0.47 / 1
max in group clk0: blink_clock$_DFFE_PP0N_ / blink_clock / 3.48 / 1
min in group asynchronous: rst / two_clock$_DFF_PP0_ / 1.26 / 2
layout by cell type (no fill, tap or decap), types with 3 or more instances in the layout:
cell type / netlist / routed
and4_1: 6 / 6
and2_1: 5 / 5
nor4_1: 7 / 7
nand4_1: 33 / 33
nor2_1: 64 / 64
nand3_2: 3 / 3
mux2i_1: 3 / 3
inv_1: 8 / 7
nor2_2: 9 / 9
a21oi_1: 6 / 6
buf_4: 0 / 3
clkbuf_16: 0 / 9
o21ai_1: 5 / 5
or3_1: 6 / 6
nor3_2: 3 / 3
and3_1: 11 / 11
nor2b_1: 4 / 4
ha_1: 6 / 6
dfrtp_1: 109 / 109
nor3_1: 4 / 4
nor4b_1: 3 / 3
o21ai_0: 3 / 3
nand3_1: 43 / 43
xnor2_1: 44 / 44
clkdlybuf4s50_1: 0 / 5
nor4_4: 7 / 7
nand2_1: 39 / 39
xor2_1: 40 / 40
area by class of cell:
class | instances | area, um^2
clock buffer | 10 | 239
clock inverter | 6 | 92.6
fill | 1174 | 6910
inverter | 8 | 32.5
multi-input combinational | 378 | 2540
sequential | 109 | 2730
tap | 172 | 215
timing repair buffer | 8 | 72.6
cells by family after synthesis:
group                    Yosys count  synth area share
buffers and inverters             17            0.0150
adder cells (fa/ha/maj)            6            0.0140
AND-OR/OR-AND                     18            0.0187
multiplexers                       3           0.00562
flip-flops                       109             0.510
XOR/XNOR                          84             0.138
AND/OR/NAND/NOR                  267             0.299
sequential cells by signal, summed over array words and instances (netlist names):
register	flops
ctr1	27
ctr2	26
ctrblink	26
ctrdeb	26
blink_clock	1
deb_clock	1
one_clock	1
two_clock	1
cell usage after synthesis (8+ instances only):
master	instances	area, um^2
xnor2_1	44	385
nand4_1	33	206
xor2_1	40	350
and3_1	11	68.8
nor2_2	9	56.3
nand3_1	43	215
nor2_1	64	240
inv_1	8	30.0
dfrtp_1	109	2730
nand2_1	39	146
power by group through the flow:
stage | logic, mW | clock network (mW) | registers (mW)
final | 0.0154 | 0.673 | 0.759
after global routing | 0.0193 | 0.723 | 0.759
after CTS | 0.0171 | 0.697 | 0.759
metal layers:
layer / GRT usage / vias up / part of all wire
met5: 0 / - / 0
met4: 0.0152 / 0 / 0.010
met1: 0.231 / 1746 / 0.50
met3: 0.0321 / 6 / 0.032
met2: 0.238 / 29 / 0.46
li1: - / 1768 / -
critical path: cells and delay by family:
kind	cells	cell delay (ns)
buf+inv	3	1.62
stage by stage:
stage / setup slack [ns] / power (mW) / cell area [um^2] / util / std cells
2_1_floorplan: 1.77 / 0.785 / 5340 / - / 504
3_3_place_gp: 2.91 / 0.791 / 5580 / 0.435 / 675
3_5_place_dp: 2.90 / 0.791 / 5580 / 0.435 / 675
4_1_cts: 3.27 / 1.47 / 5920 / 0.461 / 691
5_1_grt: 3.09 / 1.50 / 5920 / 0.461 / 691
6_report: 3.39 / 1.45 / 5920 / 0.461 / 691
Power is estimated from default activity; no workload was simulated.
